==> ./design.v <==
`timescale 1ns / 1ps
module memory_copier(
                     input         reset_n,
                     input         clock,
                     output [15:0] address,
                     output        ram_we_n,
                     output        ram_cs_n,
                     output        eeprom_oe_n,
                     output        eeprom_cs_n,
                     output        done
                     );
   parameter EEPROM_ADDRESS_BUS_WIDTH = 13;
   parameter
     SETTLE_ADDRESS_AND_DATA = 0,
     START_WRITE = 1,
     END_WRITE = 2,
     NEXT_ADDRESS = 3,
     DONE = 4;
   reg [2:0]                       state;
   reg [(EEPROM_ADDRESS_BUS_WIDTH-1):0] current_address;
   reg                                  ram_we_n_state;
   assign address[15:0] = {{(16-EEPROM_ADDRESS_BUS_WIDTH){1'b1}}, current_address};
   assign ram_we_n = ram_we_n_state;
   assign ram_cs_n = 0;
   assign eeprom_oe_n = 0;
   assign eeprom_cs_n = 0;
   assign done = state == DONE;
   always @ (posedge clock or negedge reset_n) begin
      if (reset_n == 0) begin
         state <= SETTLE_ADDRESS_AND_DATA;
         current_address <= {EEPROM_ADDRESS_BUS_WIDTH{1'b0}};
         ram_we_n_state <= 1;
      end else begin
         case (state)
           SETTLE_ADDRESS_AND_DATA:
             begin
                state <= START_WRITE;
             end
           START_WRITE:
             begin
                ram_we_n_state <= 0;
                state <= END_WRITE;
             end
           END_WRITE:
             begin
                ram_we_n_state <= 1;
                state <= NEXT_ADDRESS;
             end
           NEXT_ADDRESS:
             begin
                if (current_address == {EEPROM_ADDRESS_BUS_WIDTH{1'b1}}) begin
                   state <= DONE;
                end else begin
                   current_address <= current_address + 1;
                   state <= SETTLE_ADDRESS_AND_DATA;
                end
             end
           DONE:
             begin
                state <= DONE;
             end
           default:
              begin
                 state <= state;
              end
         endcase
      end
   end
endmodule
`timescale 1ns / 1ps
module mmu(
           input [2:0] address,
           output      ram_cs_n,
           output      via_ce_n,
           output      acia_ce_n
           );
   assign via_ce_n = ~(address[2] & ~address[1] & ~address[0]);
   assign acia_ce_n = ~(address[2] & ~address[1] & address[0]);
   assign ram_cs_n = ~via_ce_n | ~acia_ce_n;
endmodule
`timescale 1ns / 1ps
module toplevel(
                input        reset_n,
                input        clock,  
                inout [15:0] address,
                inout        ram_we_n,
                output       ram_cs_n,
                inout        eeprom_oe_n,
                output       eeprom_cs_n,
                output       via_ce_n,
                output       acia_ce_n
                );
   wire                      done;
   wire [15:0]               mem_copier_address;
   wire                      mem_copier_ram_we_n;
   wire                      mem_copier_ram_cs_n;
   wire                      mem_copier_eeprom_oe_n;
   wire                      mem_copier_eeprom_cs_n;
   wire                      mmu_ram_cs_n;
   wire                      mmu_via_ce_n;
   wire                      mmu_acia_ce_n;
   assign address = done ? 16'bz : mem_copier_address;
   assign ram_we_n = done ? 1'bz : mem_copier_ram_we_n;
   assign eeprom_oe_n = done ? 1'b1 : mem_copier_eeprom_oe_n;
   assign eeprom_cs_n = done ? 1'b1 : mem_copier_eeprom_cs_n;
   assign ram_cs_n = done ? mmu_ram_cs_n : mem_copier_ram_cs_n;
   assign via_ce_n = done ? mmu_via_ce_n : 1'b1;
   assign acia_ce_n = done ? mmu_acia_ce_n : 1'b1;
   mmu mmu(
           .address(address[15:13]),
           .ram_cs_n(mmu_ram_cs_n),
           .via_ce_n(mmu_via_ce_n),
           .acia_ce_n(mmu_acia_ce_n)
           );
   memory_copier mem_copier(
                            .reset_n(reset_n),
                            .clock(clock),
                            .address(mem_copier_address),
                            .ram_we_n(mem_copier_ram_we_n),
                            .ram_cs_n(mem_copier_ram_cs_n),
                            .eeprom_oe_n(mem_copier_eeprom_oe_n),
                            .eeprom_cs_n(mem_copier_eeprom_cs_n),
                            .done(done)
                            );
endmodule
==> ./run.sh <==
#!/bin/bash
# OpenROAD 26Q1-2900-gdf79404cd8, Yosys 0.63+post, stock flow scripts
make -C /OpenROAD-flow-scripts/flow DESIGN_CONFIG=/design/flow/config.mk WORK_HOME=/design/flow/orfs finish
==> ./config.mk <==
export PLATFORM = sky130hd
export DESIGN_NAME = toplevel
export DESIGN_NICKNAME = toplevel
export VERILOG_FILES = /design/flow/design.v
export SDC_FILE = /design/flow/constraint.sdc
export NUM_CORES = 4
export LEC_CHECK = 1
export CORE_AREA = 10 10 76 76
export DIE_AREA = 0 0 86 86
==> ./constraint.sdc <==
current_design toplevel

set clk_period 4.0
set clk_io_pct 0.2

create_clock -name clk0 -period $clk_period [get_ports {clock}]

set non_clock_inputs [all_inputs -no_clocks]
set_input_delay [expr $clk_period * $clk_io_pct] -clock clk0 $non_clock_inputs
set_output_delay [expr $clk_period * $clk_io_pct] -clock clk0 [all_outputs]
==> results.cfg <==
; flow metrics
[clock_tree]
cts_htree_levels = 1
ctsHoldBuffers = 0
cts.sink_count = 19
cts_resized = 0
cts_setup_buffers = 0
cts_root_buf = clkbuf_8
cts_max_path_buffers = 2
cts_buffers = 3

[synth]
yosys_area_sq_um = 883
ys_warn_count = 3
yosysTopAreaCellShare_pct = 48.2
syn_area_sq_um = 883
synth.distinct_cells = 30
synthTopCellsByArea = dfrtp_1 48%, xnor2_1 7.9%, buf_4 5.9%, dfstp_2 5.9%, nor2_1 2.5%
yosysSeqAreaShare_pct = 54.1
yosys_cells = 76
synth_flop_count = 19
synth_cells = 76
top_area_cell = dfrtp_1
syn_avg_cell_area_sq_um = 11.6

[place]
gp_congestion = 0.801
dp_slack_ps = 1910
placed_cell_area_sq_um = 917
placed_cells = 124
numPortBuffers = 2
dp_hpwl_mm = 1.36

[outcome]
haltStage = 4_1_cts
status = stopped before the end
error_line = [error] [KeplerFormal.cpp:679] Workflow failed: Iso has multiple drivers: .eeprom_oe_n0, eeprom_oe_n$_DFF_PN0_.Q0

[floorplan]
io-pin-count = 24
fp_util_pct = 21.5
rows = 23
die_y_microns = 86
die_w_microns = 86
-- metrics by stage --
| stage | hold slack (ps) | utilization [%] |
|---|---|---|
| detailed placement | 359 | 22.3 |
| global placement | 359 | 22.3 |
| floorplan | 354 | - |
-- synthesized netlist by cell type --
cell       count
nand4_4        1
buf_6          1
mux2_1         1
a21oi_1        2
nor3_1         1
a31o_2         1
nor2_1         6
o211ai_2       1
nand4_1        3
o21ai_1        1
nand3_1        3
conb_1         2
dfrtp_1       17
xnor2_1        8
o21ai_2        1
and3_1         1
inv_1          2
nand2_1        4
o2111a_1       1
a41oi_1        1
o21a_1         1
buf_4          7
a21o_1         2
and2_1         1
dfstp_2        2
ha_1           1
o2111ai_1      1
or2_1          1
and4_1         1
and3_4         1
-- logic make-up after synthesis --
kind of cell / after synthesis / synth area share (%)
other: 2 / 0.850
muxes: 1 / 1.27
and+or+nand+nor: 23 / 15.4
DFF: 19 / 54.1
AOI/OAI and AO/OA: 12 / 10.9
xor gates and xnor gates: 8 / 7.93
buffers and inverters: 10 / 8.07
adders and majority gates: 1 / 1.42
